<file path="flow/design.v">
`timescale 1ns / 1ps
module udc(input clk,reset,up_down,
output reg [7:0] count);
always @(posedge clk, negedge reset) begin
if (!reset) begin
count <= 2'b0;
end
else if (up_down) begin
count <= count + 1;
end
else begin
count <= count - 1;
end
end
endmodule
</file>
<file path="flow/run.sh">
#!/bin/bash
# OpenROAD 26Q1-2900-gdf79404cd8, Yosys 0.63+post, stock flow scripts
make -C /OpenROAD-flow-scripts/flow DESIGN_CONFIG=/design/flow/config.mk WORK_HOME=/design/flow/orfs finish
</file>
<file path="flow/config.mk">
export PLATFORM = sky130hd
export DESIGN_NAME = udc
export DESIGN_NICKNAME = udc
export VERILOG_FILES = /design/flow/design.v
export SDC_FILE = /design/flow/constraint.sdc
export NUM_CORES = 4
export LEC_CHECK = 1
export CORE_AREA = 10 10 70 70
export DIE_AREA = 0 0 80 80
</file>
<file path="flow/constraint.sdc">
current_design udc

set clk_period 2.2
set clk_io_pct 0.2

create_clock -name clk0 -period $clk_period [get_ports {clk}]

set non_clock_inputs [all_inputs -no_clocks]
set_input_delay [expr $clk_period * $clk_io_pct] -clock clk0 $non_clock_inputs
set_output_delay [expr $clk_period * $clk_io_pct] -clock clk0 [all_outputs]
</file>
==> impl_metrics.tcl <==
# metrics dict for downstream scripts
set metrics [dict create \
    min_period_ns 1.99 \
    die_y_um 80 \
    hold_path.class "in -> async" \
    dieArea_sq_um 6400 \
    row_count 21 \
    ant_nets 0 \
    common_cells "dfrtp_1, ha_1, a21oi_1, xnor2_1" \
    critical_path.max_fanout 6 \
    fin_setup_tns_ns 0 \
    syn_area_sq_um 482 \
    async_flop_share_pct 100 \
    core_area_sq_um 3420 \
    rsz0062_at_grt "false" \
    drtIter0Drc 13 \
    finalClockPeriodUsage_pct 90.5 \
    path_cells "clkdlybuf4s50_1, inv_1, buf_4, ha_1, a21oi_1, o21ai_0, a41oi_2, xnor2_1" \
    yosysWarnings 1 \
    post-synth-top-count-cell "dfrtp_1" \
    nFillCells 387 \
    drive_gt1_share_pct 18.8 \
    tool_warnings 25 \
    synth_flops 8 \
    drv_cap 0 \
    h-tree-depth 1 \
    critPathKind "in -> reg" \
    ys_seq_share_pct 41.6 \
    syn_area_per_cell_sq_um 10.9 \
    synth-edff-count 0 \
    power.share.sequential_pct 27.9 \
    vias 374 \
    largest_reg_flops 8 \
    power.switching_uw 323 \
    switching_share_pct 33.9 \
    grt_pass1_vias 409 \
    cts-root-buf "clkbuf_4" \
    grt_max_degree 9 \
    ys_chip_area_sq_um 482 \
    worstSetupStartpointType "primary input" \
    wl_per_cell_um 9.65 \
    cpMaxStageDelayCell "clkdlybuf4s50_1" \
    yosys.area.top_type_share_pct 41.6 \
    cts_resized 0 \
    p_int_uw 630 \
    insertion_delay_ns 0.25 \
    cts_made_buffers 3 \
    antenna_found_initial 0 \
    clk_path_buf_depth 2 \
    crit_buf_inv 3 \
    cts_setup_buffers 0 \
    fp_util_pct 14.1 \
    critPathArrivalTime_ns 2.16 \
    endpoint_kind "register" \
    synthCells 44 \
    grt_usage_pct 3.71 \
    maxSlewViolCount 0 \
    cpPeakStageDelay_ns 0.48 \
    total_leakage_power_uw 0.000301 \
    clock_skew_ns 0.00104 \
    first_pass_iters 4 \
    hpwl_um 893 \
    p_comb_share_pct 61.1 \
    io_pins 11 \
    die_x_um 80 \
    multiInputGateArea_sq_um 270 \
    netlist.top_cell.by_area "dfrtp_1" \
    path_delay_family "buffers and inverters" \
    syn_to_final_growth_pct 48.3 \
    drt_wl_total_um 1060 \
    irDropWorstVdd_uv 269 \
    diodes 0 \
    top_cells_by_area "dfrtp_1, ha_1, xnor2_1" \
    setup_viol 0 \
    cts_tree "built" \
    p_per_area_nw_per_um2 1330 \
    p_clk_share_pct 11.1 \
    largest_register "count" \
    io_buffers 10 \
    grt_overflow_total 0 \
    yosys.cell_types.count 17 \
    clkTransAtPathRegs_ns 0.05 \
    place.gp.congestion 0.796 \
    remaining_drc_errors 0 \
    reg_top3 "count x8" \
    worst-slew-pin-transition_ns 0.390 \
    status "completed" \
    avgViaCountPerCell 3.40 \
    clock-sinks 8 \
    ctsHoldBuffers 0 \
    grt_first_pass_wirelength_um 1860 \
    fmax_mhz 502 \
    flop_cell "dfrtp_1" \
    ys_cells 44 \
    flop_area_sq_um 200 \
    finalHoldViolations 0 \
    hold_slack_ns 0.485 \
    worstPathRequired_ns 2.37 \
    slew_headroom_pct 73.9 \
]
layer usage:
metal	wire (um)	up-vias	global-route usage, %	part of all wire [%]
li1	-	198	-	-
met1	444	165	4.47	42
met2	494	9	5.62	47
met3	107	2	2.39	10
met4	15	0	0.352	1.4
met5	0	-	0	0
metrics by stage:
| stage | setup WS [ns] | power (uW) | cell area [sq um] | std cells | utilization [%] |
|---|---|---|---|---|---|
| finish | 0.208 | 954 | 714 | 110 | 20.9 |
| global route | 0.0819 | 1060 | 714 | 110 | 20.9 |
| CTS | 0.192 | 975 | 714 | 110 | 20.9 |
| detailed placement | -0.0637 | 858 | 692 | 107 | 20.3 |
| global placement | -0.0351 | 852 | 692 | 107 | 20.3 |
| floorplan | 0.544 | 581 | 482 | 44 | - |
power by group through the flow:
stage | clock, uW | sequential (uW) | combinational [uW]
after CTS | 113 | 268 | 594
after global routing | 125 | 278 | 661
final | 105 | 266 | 583
final timing paths:
kind	startpoint	cells past startpoint	endpoint	slack (ns)
setup reg to reg	count[0]$_DFF_PN0_	5	count[6]$_DFF_PN0_	0.60
setup / recovery	up_down	8	count[7]$_DFF_PN0_	0.21
hold / removal	reset	1	count[5]$_DFF_PN0_	0.48
max in group asynchronous	reset	1	count[4]$_DFF_PN0_	1.44
min in group clk0	count[0]$_DFF_PN0_	1	count[0]$_DFF_PN0_	0.54
hold reg to reg	count[0]$_DFF_PN0_	1	count[0]$_DFF_PN0_	0.54
cell usage in the layout (no fill, tap or decap), types with 2 or more instances in the layout:
| master | synthesis | routed |
|---|---|---|
| clkdlybuf4s50_1 | 0 | 10 |
| dfrtp_1 | 8 | 8 |
| buf_4 | 0 | 7 |
| ha_1 | 6 | 6 |
| xnor2_1 | 5 | 5 |
| a21oi_1 | 5 | 5 |
| inv_1 | 3 | 3 |
| nor2_1 | 3 | 3 |
| nand2_1 | 3 | 3 |
| clkbuf_4 | 0 | 3 |
| o21ai_0 | 2 | 2 |
cells by family after synthesis:
logic type      count (synthesis)  share of synthesized area, %
compound gates                 13                          19.5
flops                           8                          41.6
fa+ha+maj                       7                          19.7
simple gates                    7                          5.97
xor+xnor                        6                          10.9
buf+inv                         3                          2.34
final cells by class:
| cell class | instances | area share [%] |
|---|---|---|
| clock buffers | 3 | 3.15 |
| well taps | 46 | 8.06 |
| multi-input cells | 33 | 37.8 |
| flip-flops and latches | 8 | 28.0 |
| inverters | 3 | 1.58 |
| repair buffers | 17 | 21.4 |
Power figures rest on the tool's default switching activity, not on a simulated workload.
