==> design/flow/design.v <==
`timescale 1ns / 1ps
module alu(
    input [3:0] a,b,
    input [2:0] s,
    output reg [7:0] y
    );
always @(a,b,s) 
begin
case(s)
3'b000:y=a+b;
3'b001:y=a-b;
3'b010:y=a*b;
3'b011:y=a/b;
3'b100:y=a^b;
3'b101:y=~(a&b);
3'b110:y=a%b;
default:y=(~a)+1;
endcase
end
endmodule
==> design/flow/run.sh <==
#!/bin/bash
# OpenROAD 26Q1-2900-gdf79404cd8, Yosys 0.63+post, stock flow scripts
make -C /OpenROAD-flow-scripts/flow DESIGN_CONFIG=/design/flow/config.mk WORK_HOME=/design/flow/orfs finish
==> design/flow/config.mk <==
export PLATFORM = sky130hd
export DESIGN_NAME = alu
export DESIGN_NICKNAME = alu
export VERILOG_FILES = /design/flow/design.v
export SDC_FILE = /design/flow/constraint.sdc
export NUM_CORES = 4
export LEC_CHECK = 1
export CORE_AREA = 10 10 103 103
export DIE_AREA = 0 0 113 113
==> design/flow/constraint.sdc <==
current_design alu

set clk_period 6.9
set clk_io_pct 0.2

create_clock -name clk0 -period $clk_period

set non_clock_inputs [all_inputs -no_clocks]
set_input_delay [expr $clk_period * $clk_io_pct] -clock clk0 $non_clock_inputs
set_output_delay [expr $clk_period * $clk_io_pct] -clock clk0 [all_outputs]
==> reports/qor.yml <==
ir_drop_uv: 144
synth-compound-area-share_pct: 29.1
tightest_slew_ns: 0.742
cp_slowest_stage_delay_ns: 0.35
port_buffers: 19
clock.fmax_mhz: 95.8
synth-xor-area-share_pct: 5.75
clockBufferCount: 0
n_sequential_cell: 0
violations: "setup timing"
critPathLaunchType: "input port"
hold_violations: 0
setup_slack_ns: -3.54
path_class: "input port to output port"
drt_wl_total_um: 9020
dp_cells: 597
drc: 0
boundaryPins: 19
grt.total_usage_pct: 13.2
hold_buffers: 0
drive_gt1_share_pct: 42.9
tool_warnings: 43
crit_buf_inv: 8
crit_path_end_kind: "output port"
cp.arrival_ns: 9.06
crit_top_cell: "ha_4"
grt_pass1_wl_um: 14400
cellPowerDensity_mw_per_mm2: 245
fp_util_pct: 33.0
grt_setup_unrepaired: "yes"
crit_slowest_cell: "fa_2"
top_logic_kind: "AND-OR/OR-AND gates"
final_antenna_net_count: 0
gp_congestion: 0.913
syn_inst: 378
grt_start_max_net_pins: 24
tns_ns: -27.53
drtIter0Drc: 137
regArea_um2: 0
hpwlAfterDp_um: 6970
chip_area_mm2: 0.0128
required_ns: 5.52
coreArea_mm2: 0.00830
ys_cells: 378
whs_ns: 3.50
ys_chip_area_mm2: 0.00274
cp_max_fo: 7
fillCellCount: 696
die_h_um: 113
grt_pass1_vias: 2972
adder_share_pct: 28.4
min_period_ns: 10.44
antenna_found_initial: 0
synth_area_per_cell_um2: 7.26
crit_family: "AND-OR/OR-AND gates"
fin_crit_sh_pct: 151
fp-row-count: 33
layoutNonFillerInstCount: 632
max_cap_violations: 0
synth_cell_types: 65
antenna_cells: 0
yosysSeqAreaShare_pct: 0
avgRoutedWirePerCell_um: 14.3
ys_sh_simple_pct: 25.4
yosysWarnings: 1
vias: 3295
vias_per_cell: 5.21
first_pass_iters: 4
globalRoute.totalOverflow: 0
syn_area_mm2: 0.00274
setup_viol: 8
area_growth_pct: 63.2
p_leak_nw: 2.11
hp-class: "input port to output port"
final-max-slew-violation-count: 0
outcome: "complete, but fails checks"
die_w_um: 113
slew_headroom_pct: 50.4
synthMuxAreaShare_pct: 5.06
==> cell usage in the layout, fill, tap and decap left out, types with 4 or more instances in the layout <==
cell type	count
a21o_1	9
a21oi_1	15
a21oi_2	5
a31oi_1	7
buf_4	130
buf_6	8
clkbuf_2	4
clkdlybuf4s50_1	8
conb_1	4
fa_1	6
ha_1	39
ha_4	12
inv_1	23
inv_2	5
mux2i_1	6
nand2_1	25
nand2b_1	5
nand3_1	9
nor2_1	29
nor2_2	5
nor2b_1	5
nor3_1	13
o211ai_1	6
o21a_1	9
o21ai_0	19
o21ai_2	5
xnor2_1	9
xor2_1	9
==> synthesized netlist by cell type, types with 2 or more instances <==
library cell / instances / area, um2
a211oi_1: 4 / 30.0
a21o_1: 9 / 67.6
a21oi_1: 23 / 115
a22o_1: 3 / 26.3
a22oi_1: 2 / 15.0
a311o_1: 2 / 20.0
a31oi_1: 8 / 50.1
and2_1: 4 / 25.0
and3_1: 2 / 12.5
buf_1: 2 / 7.51
buf_6: 2 / 22.5
clkbuf_1: 5 / 18.8
fa_1: 7 / 140
ha_1: 51 / 638
inv_1: 30 / 113
mux2_2: 2 / 22.5
mux2i_1: 9 / 90.1
nand2_1: 26 / 97.6
nand2b_1: 6 / 37.5
nand3_1: 11 / 55.1
nand4_1: 3 / 18.8
nor2_1: 37 / 139
nor2b_1: 6 / 37.5
nor3_1: 14 / 70.1
nor4_1: 2 / 12.5
o211ai_1: 6 / 45.0
o21a_1: 10 / 75.1
o21ai_0: 23 / 115
o21ai_1: 2 / 10.0
o21bai_1: 3 / 22.5
o221ai_1: 2 / 17.5
o22a_1: 3 / 26.3
o22ai_1: 3 / 18.8
or2_2: 4 / 25.0
or3_1: 4 / 25.0
or4_1: 3 / 22.5
xnor2_1: 9 / 78.8
xor2_1: 9 / 78.8
==> through the flow <==
step                utilization, %  instance area (um2)  setup WS, ns  power, mW
floorplan                        -                 2930         -3.32      0.504
global placement              47.8                 3960         -4.22      0.823
detailed placement            47.8                 3960         -4.40      0.829
CTS                           49.5                 4110         -3.97      0.921
global route                  53.9                 4480         -3.93       1.19
finish                        53.9                 4480         -3.54       1.10
==> routing by layer <==
layer	wire, um	GRT usage [%]	part of all wire, %
met5	0	0	0
met3	336	0.748	3.7
met4	64	0.761	0.71
met2	4250	21.7	47
met1	4370	19.3	48
==> repair_timing <==
action | CTS | global route
pin swaps | 12 | 39
buffers inserted | 18 | 17
setup endpoints to repair | 8 | 8
resized | 12 | 84
==> path summary, 6_finish.rpt <==
| check | depth (start not counted) | startpoint | slack, ns | to |
|---|---|---|---|---|
| max | 45 | b[0] | -3.54 | y[6] |
| min | 7 | b[1] | 3.50 | y[1] |
==> kinds of logic (layout without fill, tap and decap cells) <==
kind of cell             Yosys count  count (layout)
AND-OR/OR-AND                    116             116
adder cells (fa/ha/maj)           58              58
multiplexers                      13              13
other                              1               4
XOR/XNOR                          18              18
buffers and inverters             40             186
AND/OR/NAND/NOR                  132             132
==> worst min-delay path: cells and delay by family <==
family	cells	cell delay, ns
simple gates	2	0.11
buf+inv	3	0.34
fa+ha+maj	1	0.21
compound gates	1	0.08
==> cell type report <==
cell class | count | area, um2 | area share (%)
inverter | 30 | 120 | 2.68
timing repair buffer | 156 | 1220 | 27.3
tap | 105 | 131 | 2.93
multi-input combinational | 341 | 3000 | 67.1
==> power breakdown <==
| group | switching (mW) | internal, mW | total [mW] |
|---|---|---|---|
| logic | 0.489 | 0.609 | 1.10 |
| registers | 0 | 0 | 0 |
| clock network | 0 | 0 | 0 |
| total | 0.489 | 0.609 | 1.10 |
No activity file was given, so power comes from the tool's default toggle rates.
